[design/flow/run.sh]
#!/bin/bash
# OpenROAD 26Q1-2900-gdf79404cd8, Yosys 0.63+post, stock flow scripts
make -C /OpenROAD-flow-scripts/flow DESIGN_CONFIG=/design/flow/config.mk WORK_HOME=/design/flow/orfs finish
[design/flow/config.mk]
export PLATFORM = sky130hd
export DESIGN_NAME = Asynchronous_FIFO
export DESIGN_NICKNAME = Asynchronous_FIFO
export VERILOG_FILES = /design/flow/design.v
export SDC_FILE = /design/flow/constraint.sdc
export NUM_CORES = 4
export LEC_CHECK = 1
export CORE_UTILIZATION = 30
[design/flow/constraint.sdc]
current_design Asynchronous_FIFO

set clk_period 1.2
set clk_io_pct 0.2

create_clock -name clk0 -period $clk_period [get_ports {rd_clk}]
create_clock -name clk1 -period $clk_period [get_ports {wr_clk}]

set non_clock_inputs [all_inputs -no_clocks]
set_input_delay [expr $clk_period * $clk_io_pct] -clock clk0 $non_clock_inputs
set_output_delay [expr $clk_period * $clk_io_pct] -clock clk0 [all_outputs]
[design/flow/design.v]
module Asynchronous_FIFO #(
    parameter DATA_WIDTH = 8,
    parameter ADDR_WIDTH = 4   
)(
    input wire wr_clk,
    input wire rd_clk,
    input wire rst,
    input wire wr_en,
    input wire rd_en,
    input wire [DATA_WIDTH-1:0] din,
    output reg [DATA_WIDTH-1:0] dout,
    output wire full,
    output wire empty
);
    localparam DEPTH = 1 << ADDR_WIDTH;
    reg [DATA_WIDTH-1:0] mem [0:DEPTH-1];
    reg [ADDR_WIDTH:0] wr_ptr_bin, wr_ptr_gray;
    reg [ADDR_WIDTH:0] rd_ptr_bin, rd_ptr_gray;
    (* ASYNC_REG = "TRUE", KEEP = "TRUE" *) reg rst_wr_sync1, rst_wr_sync2;
    (* ASYNC_REG = "TRUE", KEEP = "TRUE" *) reg rst_rd_sync1, rst_rd_sync2;
    always @(posedge wr_clk or posedge rst) begin
        if (rst) begin
            rst_wr_sync1 <= 1'b1;
            rst_wr_sync2 <= 1'b1;
        end else begin
            rst_wr_sync1 <= 1'b0;
            rst_wr_sync2 <= rst_wr_sync1;
        end
    end
    always @(posedge rd_clk or posedge rst) begin
        if (rst) begin
            rst_rd_sync1 <= 1'b1;
            rst_rd_sync2 <= 1'b1;
        end else begin
            rst_rd_sync1 <= 1'b0;
            rst_rd_sync2 <= rst_rd_sync1;
        end
    end
    wire rst_wr = rst_wr_sync2;
    wire rst_rd = rst_rd_sync2;
    (* ASYNC_REG = "TRUE", KEEP = "TRUE" *) reg [ADDR_WIDTH:0] rd_ptr_gray_sync1, rd_ptr_gray_sync2;
    always @(posedge wr_clk or posedge rst_wr) begin
        if (rst_wr) begin
            rd_ptr_gray_sync1 <= 0;
            rd_ptr_gray_sync2 <= 0;
        end else begin
            rd_ptr_gray_sync1 <= rd_ptr_gray;
            rd_ptr_gray_sync2 <= rd_ptr_gray_sync1;
        end
    end
    (* ASYNC_REG = "TRUE", KEEP = "TRUE" *) reg [ADDR_WIDTH:0] wr_ptr_gray_sync1, wr_ptr_gray_sync2;
    always @(posedge rd_clk or posedge rst_rd) begin
        if (rst_rd) begin
            wr_ptr_gray_sync1 <= 0;
            wr_ptr_gray_sync2 <= 0;
        end else begin
            wr_ptr_gray_sync1 <= wr_ptr_gray;
            wr_ptr_gray_sync2 <= wr_ptr_gray_sync1;
        end
    end
    always @(posedge wr_clk) begin
        if (rst_wr) begin
            wr_ptr_bin <= 0;
            wr_ptr_gray <= 0;
        end else if (wr_en && !full) begin
            mem[wr_ptr_bin[ADDR_WIDTH-1:0]] <= din;
            wr_ptr_bin <= wr_ptr_bin + 1;
            wr_ptr_gray <= (wr_ptr_bin + 1) ^ ((wr_ptr_bin + 1) >> 1);
        end
    end
    always @(posedge rd_clk) begin
        if (rst_rd) begin
            rd_ptr_bin <= 0;
            rd_ptr_gray <= 0;
            dout <= 0;
        end else if (rd_en && !empty) begin
            dout <= mem[rd_ptr_bin[ADDR_WIDTH-1:0]];
            rd_ptr_bin <= rd_ptr_bin + 1;
            rd_ptr_gray <= (rd_ptr_bin + 1) ^ ((rd_ptr_bin + 1) >> 1);
        end
    end
    assign empty = (rd_ptr_gray == wr_ptr_gray_sync2);
    assign full = (wr_ptr_gray == {~rd_ptr_gray_sync2[ADDR_WIDTH:ADDR_WIDTH-1],
                                   rd_ptr_gray_sync2[ADDR_WIDTH-2:0]});
endmodule
==> metrics.yaml <==
run_status:
  status: "finished, violations left"
  violations: "setup timing"
flow_run:
  tool_warnings: 32
  cap_violations: 0
global_routing:
  grt-ovfl-total: 0
  antenna_found_initial: 0
  grt_pass1_wl_mm: 24.0
  grt_max_degree: 23
  grt_pass1_vias: 4532
  grt_usage: 0.141
drt:
  routed_wl_mm: 15.1
  drt_iter0_markers: 261
  met2_wirelength_mm: 6.58
  m1WireLength_mm: 6.07
  vias_per_cell: 4.63
  antenna_left: 0
  post_drt_wl_per_cell_um: 16.8
  via_count: 4154
  drt_first_pass_iters: 4
  wl_met3_mm: 2.09
  drc_errors: 0
  antennaDiodeCount: 0
  routed.top_layer: "met4"
clock_tree:
  cts_sinks: 180
  clk_pin_slew_ns: 0.06
  tritoncts: "yes"
  cts_hold_buf: 0
floorplan:
  io_pins: 23
  die_h_um: 156
  fp_util: 0.309
  die-area_um2: 24200
  core_um2: 22800
  fp.dieW_um: 156
  num_rows: 55
yosys:
  synth_warnings: 1
  synth_area_um2: 7070
  ys_seq_frac: 0.709
  flop_cell: "edfxtp_1"
  edf_count: 128
  ys_cells: 459
  synth.distinct_cells: 45
  avgSynthCellArea_um2: 15.4
  async_flop_share: 0.133
  ys_area_um2: 7070
  ys_ff: 180
  postSynthCellCount: 459
placed_design:
  port_buffers: 21
  gp_congestion: 0.910
  preCtsSetupSlack_ns: -0.709
  placed_area_um2: 8590
  dp_hpwl_mm: 10.3
sta:
  hold_viol: 0
  setup_viol: 158
  rsz0062_at_grt: "yes"
  worst_slack_ns: -0.649
  tightest_slew_ns: 0.552
  skew_ns: 0.00549
  slew_viol_final: 0
  slew_headroom: 0.631
  tns_ns: -86.56
power_and_ir_drop:
  power_leakage_nw: 3.48
  ir_drop_v: 0.00123
  p_per_area_nw_per_um2: 1830
critical_path:
  path_delay_family: "simple AND/OR/NAND/NOR gates"
  path_class: "register to register"
  end_kind: "register"
  start_kind: "register"
  worstPathArrival_ns: 1.95
  cp_cell_sequence: "xor2_1 -> nand3_2 -> buf_6 -> o21ai_4 -> or3b_4 -> nor2_4"
  max_stage_delay_ns: 0.46
  critical_path.max_fanout: 8
  crit_slowest_cell: "or3b_4"
  worstPathBufferInverterCount: 1
  worstPathRequired_ns: 1.30
cells_and_area:
  drive_gt1_frac: 0.417
  flop_area_um2: 5030
  syn_to_final_growth_pct: 37.7
  logic_area_um2: 2280
  nFillCells: 1972
  fin_area_um2: 9730
min_path:
  worstHoldPathType: "input port to asynchronous set/reset pin"
[routing by layer]
| metal | up-vias | global-route usage |
|---|---|---|
| met4 | 0 | 0.0252 |
| met5 | - | 0.0104 |
| met1 | 1970 | 0.178 |
| met2 | 209 | 0.195 |
| li1 | 1952 | - |
| met3 | 23 | 0.109 |
[report_power, final]
| group | internal (W) | total [W] | leakage, nW | switching [W] |
|---|---|---|---|---|
| Sequential | 0.00711 | 0.00737 | 1.70 | 0.000264 |
| Combinational | 0.00202 | 0.00390 | 1.40 | 0.00188 |
| Clock | 0.00397 | 0.00658 | 0.377 | 0.00261 |
[cell usage after synthesis, types with 2 or more instances]
| master | count | share of area |
|---|---|---|
| a31oi_1 | 8 | 0.0071 |
| dfstp_2 | 4 | 0.015 |
| inv_1 | 8 | 0.0042 |
| o21ai_0 | 17 | 0.012 |
| mux4_2 | 24 | 0.076 |
| a31o_2 | 2 | 0.0025 |
| o211ai_1 | 3 | 0.0032 |
| and2_1 | 2 | 0.0018 |
| nand3_1 | 2 | 0.0014 |
| buf_6 | 3 | 0.0048 |
| dfrtp_1 | 20 | 0.071 |
| xnor2_1 | 19 | 0.024 |
| nor2_1 | 25 | 0.013 |
| xor2_1 | 5 | 0.0062 |
| or4_1 | 2 | 0.0021 |
| o21ai_1 | 2 | 0.0014 |
| buf_4 | 4 | 0.0042 |
| clkbuf_1 | 11 | 0.0058 |
| nor3_1 | 9 | 0.0064 |
| dfxtp_1 | 28 | 0.079 |
| nand2_1 | 56 | 0.030 |
| mux2i_1 | 21 | 0.030 |
| ha_1 | 5 | 0.0088 |
| nand4_1 | 2 | 0.0018 |
| edfxtp_1 | 128 | 0.54 |
| a21oi_1 | 17 | 0.012 |
| buf_2 | 8 | 0.0057 |
| a221oi_1 | 7 | 0.0087 |
[layout make-up]
| type | instances | share of cell area |
|---|---|---|
| Clock buffer | 23 | 0.0580 |
| Clock inverter | 17 | 0.0202 |
| Tap cell | 313 | 0.0402 |
| Timing Repair Buffer | 112 | 0.127 |
| Sequential cell | 180 | 0.517 |
| Inverter | 8 | 0.00347 |
| Multi-Input combinational cell | 245 | 0.234 |
[path summary, 6_finish.rpt]
path,start,to,slack [ns],depth (start not counted)
max reg2reg,rd_ptr_gray_sync2[4]$_DFF_PP0_,mem[4][6]$_DFFE_PP_,-0.65,6
min in group clk0,wr_ptr_gray_sync1[0]$_DFF_PP0_,wr_ptr_gray_sync2[0]$_DFF_PP0_,0.34,0
min reg2reg,wr_ptr_gray_sync1[0]$_DFF_PP0_,wr_ptr_gray_sync2[0]$_DFF_PP0_,0.34,0
max,rd_ptr_gray_sync2[4]$_DFF_PP0_,mem[4][6]$_DFFE_PP_,-0.65,6
max in group clk0,rd_ptr_gray_sync2[4]$_DFF_PP0_,full,-0.57,6
min,rst,rst_wr_sync2$_DFF_PP1_,0.20,2
max in group asynchronous,rst_rd_sync2$_DFF_PP1_,wr_ptr_gray_sync2[1]$_DFF_PP0_,0.67,2
min in group clk1,rd_ptr_gray[0]$_SDFFE_PP0P_,rd_ptr_gray_sync1[0]$_DFF_PP0_,0.35,1
[repair_timing]
item | in CTS | in global routing
setup buffers | 6 | 2
setup endpoints to repair | 166 | 165
gates resized | 49 | 42
pin swaps | 36 | 12
gates cloned | 1 | 0
[worst reg2reg max path, stage by stage, from the launching register on]
cell     delay [ns]
dfrtp_1        0.37
xor2_1         0.17
nand3_2        0.11
buf_6          0.11
o21ai_4        0.06
or3b_4         0.46
nor2_4         0.25
[state kept, by name, summed over array words and instances (netlist names)]
name,flops
wr_ptr_gray_sync1,5
rd_ptr_bin,5
rd_ptr_gray,5
rd_ptr_gray_sync2,5
rst_wr_sync2,1
wr_ptr_gray_sync2,5
wr_ptr_gray,5
dout,8
wr_ptr_bin,5
rst_rd_sync1,1
rd_ptr_gray_sync1,5
rst_rd_sync2,1
rst_wr_sync1,1
mem,128
[cell families (layout without fill, tap and decap cells)]
logic type / after synthesis / count (layout) / synth area share
other: 1 / 2 / 0.000530
flip-flops: 180 / 180 / 0.709
buffers and inverters: 35 / 160 / 0.0253
XOR/XNOR: 24 / 24 / 0.0297
AND-OR/OR-AND: 65 / 65 / 0.0575
adder cells (fa/ha/maj): 5 / 5 / 0.00885
multiplexers: 45 / 45 / 0.106
AND/OR/NAND/NOR: 104 / 104 / 0.0634
[layout by cell type, fill, tap and decap left out, drive strengths merged, types with 16 or more instances in the layout]
master	n
a21oi	17
dfxtp	28
clkbuf	24
dfrtp	20
o21ai	20
mux2i	21
buf	92
nand2	56
nor2	25
mux4	24
inv	16
xnor2	19
edfxtp	128
[metrics by stage]
step | util | hold WS, ns | std cells | power, W
final | 0.426 | 0.199 | 898 | 0.0179
after CTS | 0.419 | 0.188 | 896 | 0.0178
after global routing | 0.426 | 0.231 | 898 | 0.0187
after global placement | 0.376 | 0.332 | 849 | 0.0107
after detailed placement | 0.376 | 0.336 | 849 | 0.0107
after floorplan | - | 0.189 | 460 | 0.00919
No activity file was given, so power comes from the tool's default toggle rates.
